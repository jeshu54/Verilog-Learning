**design/flow/design.v**
```verilog
module n_xor(out,i0,i1);
parameter N= 32; 
input [N-1:0] i0,i1;
output  [N-1:0] out;
genvar j;
generate for(j=0; j<N; j=j+1) 
begin: xor_loop 
xor xor1(out[j],i0[j],i1[j]);
end
endgenerate
endmodule
```
**design/flow/run.sh**
```bash
#!/bin/bash
# OpenROAD 26Q1-2900-gdf79404cd8, Yosys 0.63+post, stock flow scripts
make -C /OpenROAD-flow-scripts/flow DESIGN_CONFIG=/design/flow/config.mk WORK_HOME=/design/flow/orfs finish
```
**design/flow/config.mk**
```make
export PLATFORM = sky130hd
export DESIGN_NAME = n_xor
export DESIGN_NICKNAME = n_xor
export VERILOG_FILES = /design/flow/design.v
export SDC_FILE = /design/flow/constraint.sdc
export NUM_CORES = 4
export LEC_CHECK = 1
export CORE_AREA = 10 10 70 70
export DIE_AREA = 0 0 80 80
```
**design/flow/constraint.sdc**
```tcl
current_design n_xor

set clk_period 1.0
set clk_io_pct 0.2

create_clock -name clk0 -period $clk_period

set non_clock_inputs [all_inputs -no_clocks]
set_input_delay [expr $clk_period * $clk_io_pct] -clock clk0 $non_clock_inputs
set_output_delay [expr $clk_period * $clk_io_pct] -clock clk0 [all_outputs]
```
==> results.cfg <==
; yosys + openroad results
[status]
status = completed

[final_layout]
drive_above_1_share_pct = 25.0
lay_top_count = dlygate4sd2_1
syn2layout_area_growth_pct = 278
lay_top_cells = dlygate4sd2_1 (64), xor2_1 (32), buf_2 (32)
seqCellArea_um2 = 0
seq_cell_count = 0
final_cell_area_um2 = 1060
nClkBuffers = 0

[timing]
worst_pin_slew_ns = 0.134
post-route-period-util_pct = 92.1
relSlewSlack_pct = 91.0
setup_violations = 0
slew_viol_final = 0
min_period_ns = 0.921
fmax_mhz = 1090
rsz0062_at_grt = no
hold_viol = 0
worst_hold_slack_ns = 0.760

[clock_network]
hold_buffers = 0
ctsResizeCount = 162
post_cts_buffers = 0

[placed_design]
portBuffers = 96
gp_congestion = 0.748
hpwl_um = 2280
dpl_cell_area_um2 = 1300

[grt]
grt_max_degree = 2
grt_pass1_wl_um = 3310
grt_use_total_pct = 6.33
antenna_found_initial = 0
grt-ovfl-total = 0
grt_pass1_vias = 667

[critical_path]
startpoint = i0[20]
crit_path_end_kind = output pin
crit_chain = dlygate4sd2_1 > xor2_1 > buf_2
critPathMaxFanout = 1
startpoint_type = input pin
crit_arrival_ns = 0.72
crit_type = input pin to output pin
crit_slowest_cell = dlygate4sd2_1
required_ns = 0.80
critPathMaxStageDelay_ns = 0.24

[route]
drt_iter0_markers = 3
post_drt_wl_per_cell_um = 13.3
diodes = 0
vias_per_cell = 3.32
drtPass1Iterations = 2
num_vias = 577
drc = 0
routed_wl_um = 2310
antenna_left = 0

[floorplan]
die_y_um = 80
pin_count = 96
fp_util_pct = 8.21
die_w_um = 80
rows = 21
die_area_um2 = 6400
core_um2 = 3420

[power]
p_leak_uw = 0.000599
powerDensity_nw_per_um2 = 347
ir_drop_uv = 102

[synth]
ys_cells = 32
synthCells = 32
ys_types = 1
synth-area-yosys_um2 = 280
yosys_warnings = 0
postSynthSeqShare_pct = 0
synth.avg_cell_area_um2 = 8.76
syn_area_um2 = 280

[worst_hold_path]
min_path_type = input pin to output pin
hp-start = i1[27]

[flow_run]
openroad.warnings = 32
max_cap_violations = 0
-- power breakdown --
group	switching [uW]	total, uW	internal (uW)
combinational	109	368	259
clock	0	0	0
sequential	0	0	0
total	109	368	259
-- metal layers --
metal  track usage, %  wire [um]  vias to the layer above
met1             6.66        778                      246
li1                 -          -                      288
met2             11.6       1230                       43
met5                0          0                        -
met3             3.18        307                        0
met4                0          0                        0
-- critical path: cells and delay by family --
family / cells / cell delay, ns
xor gates and xnor gates: 1 / 0.16
buffers and inverters: 2 / 0.36
-- area by class of cell --
cell class         count  area, um^2
fillers              420        2360
repair buffers        96         721
multi-input cells     32         280
well taps             46        57.6
-- through the flow --
stage | std cells | utilization, % | power [uW] | setup TNS (ns) | setup slack, ns
global placement | 174 | 38.0 | 601 | -16.29 | -0.569
CTS | 174 | 31.0 | 384 | 0 | 0.0451
finish | 174 | 31.0 | 368 | 0 | 0.0785
floorplan | 32 | - | 53.2 | 0 | 0.481
detailed placement | 174 | 38.0 | 605 | -16.54 | -0.577
global route | 174 | 31.0 | 413 | 0 | 0.0145
-- path summary, 6_finish.rpt --
path              slack (ns)  cells after the start       to
setup / recovery        0.08                      3  out[20]
hold / removal          0.76                      3  out[27]
-- cells in the mapped netlist --
master | count | share of area [%]
xor2_1 | 32 | 100
-- cells by family after synthesis --
logic type / Yosys count / share of synthesized area (%)
XOR/XNOR: 32 / 100
No activity file was given, so power comes from the tool's default toggle rates.
