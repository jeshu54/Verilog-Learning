==> flow/design.v <==
`timescale 1ns/1ps
module Adder(a,b,cin,sum,cout);
input a,b,cin;
wire d,e,f;
output reg cout,sum; 
assign d = a^b;
always @(a,b,cin)
begin sum = a^b^cin; end
always @(cin,a,b) 
begin
cout = a&b | cin&d;
end
endmodule
`timescale 1ns/1ps
module MultiAdder(a,b,cin,sum,cout);
input [0:3]a,b;
input cin;
wire cout0, cout1, cout2;
output [3:0]sum;
output cout; 
Adder Adder_0(.a(a[0]),.b(b[0]),.cin(cin),.sum(sum[0]),.cout(cout0));
Adder Adder_1(.a(a[1]),.b(b[1]),.cin(cout0),.sum(sum[1]),.cout(cout1));
Adder Adder_2(.a(a[2]),.b(b[2]),.cin(cout1),.sum(sum[2]),.cout(cout2));
Adder Adder_3(.a(a[3]),.b(b[3]),.cin(cout2),.sum(sum[3]),.cout(cout));
endmodule
==> flow/run.sh <==
#!/bin/bash
# OpenROAD 26Q1-2900-gdf79404cd8, Yosys 0.63+post, stock flow scripts
make -C /OpenROAD-flow-scripts/flow DESIGN_CONFIG=/design/flow/config.mk WORK_HOME=/design/flow/orfs finish
==> flow/config.mk <==
export PLATFORM = sky130hd
export DESIGN_NAME = MultiAdder
export DESIGN_NICKNAME = MultiAdder
export VERILOG_FILES = /design/flow/design.v
export SDC_FILE = /design/flow/constraint.sdc
export NUM_CORES = 4
export LEC_CHECK = 1
export CORE_AREA = 10 10 70 70
export DIE_AREA = 0 0 80 80
==> flow/constraint.sdc <==
current_design MultiAdder

set clk_period 3.8
set clk_io_pct 0.2

create_clock -name clk0 -period $clk_period

set non_clock_inputs [all_inputs -no_clocks]
set_input_delay [expr $clk_period * $clk_io_pct] -clock clk0 $non_clock_inputs
set_output_delay [expr $clk_period * $clk_io_pct] -clock clk0 [all_outputs]
==> results.yml <==
# implementation run metrics
timing:
  maxClockFrequency_mhz: 271
  slew-limit-headroom_pct: 92.2
  setup-tns-final_ns: 0
  timing.final.hold_violations: 0
  timing.final.crit_share_pct: 97.0
  worst_hold_slack_ns: 2.44
  final-setup-viol-count: 0
  rsz0062_at_grt: "no"
  post-route-min-period_ns: 3.69
  final_max_slew_viol_count: 0
  timing.final.ws_setup_ns: 0.115
  worst-slew-pin-transition_ns: 0.117
clocking:
  cts_hold_repair_buffers: 0
  post_cts_setup_repair_buffer_count: 0
setup_path:
  cp-startpoint: "b[0]"
  critPathKind: "input port to output pin"
  critical_path.max_fanout: 1
  worst_setup_path_end_kind: "output pin"
  worst-endpoint-arrival_ns: 2.93
  timing.critical_path.from_type: "input port"
  cp_required_ns: 3.04
flow_run:
  stage_log_warnings: 32
  maxCapViolCount: 0
place:
  placed_cells: 74
  dp_worst_setup_slack_ns: -0.218
  postPlaceCellArea_um2: 315
  detailedPlacementHpwl_um: 427
  io_buffer_count: 14
  finalWeightedCongestion: 0.819
synthesis:
  post_synthesis_cells: 18
  yosys-stat-cells: 18
  synthesis.area_um2: 148
  yosysTopAreaCell: "sky130_fd_sc_hd__fa_1"
  ys_types: 3
  area_leaders: "sky130_fd_sc_hd__fa_1, sky130_fd_sc_hd__inv_1, sky130_fd_sc_hd__buf_4"
  top_cell_area_share_pct: 54.2
  synthTopCellsByCount: "sky130_fd_sc_hd__inv_1, sky130_fd_sc_hd__buf_4, sky130_fd_sc_hd__fa_1"
  yosys.stat.seqShare_pct: 0
  yosys_area_um2: 148
  syn-mean-instance-area_um2: 8.20
  synthesis.yosys.warnings: 1
  synth.most_common_cell: "sky130_fd_sc_hd__inv_1"
floorplanning:
  vert_die_dim_um: 80
  rows: 21
  core_ar_mm2: 0.00342
  floorplanUtilization_pct: 4.32
  ios: 14
  width_of_the_die_um: 80
  chip_area_mm2: 0.00640
cells_and_area:
  seq_cell_count: 0
  layoutNonFillerInstCount: 74
  finish.instance_area_um2: 323
  mi_logic_area_um2: 90.1
  postLayoutCoreUtil_pct: 9.45
  areaGrowthSynthToFinish_pct: 119
  total_of_clock_buffers_placed_in_the_layout: 0
  final.fill_count: 407
  ff_latch_area_um2: 0
  post_route_cells_drive_above_1_share_pct: 28.6
global_routing:
  grt-ovfl-total: 0
  grt_max_degree: 2
  globalRouteTotalUtil_pct: 1.25
  grt_pass1_wl_um: 634
  grt_pass1_vias: 134
  antenna_violations_before_repair: 0
hold_path:
  min_delay_path_depth: 5
  min_path_type: "input port to output pin"
  worst_hold_startpoint: "cin"
  min_to: "sum[0]"
route:
  antenna_left: 0
  detail_route.iter0.violations: 0
  route.antenna.diode_count: 0
  postRouteWirelength_um: 420
  post_drt_via_cell_ratio: 1.68
  via_count: 124
  first_pass_iters: 1
  drc: 0
  avgRoutedWirePerCell_um: 5.68
power:
  vdd.ir_drop.worst_uv: 31.1
  power.clock.fraction_pct: 0
  pleak_nw: 0.132
  post-layout-total-power_mw: 0.0383
  power_switching_share_pct: 31.4
  sequential_group_share_of_total_power_pct: 0
  power_per_cell_area_mw_per_mm2: 119
  intPower_mw: 0.0263
  power_switching_mw: 0.0120
  p_comb_share_pct: 100.0
status:
  status: "finished, final reports clean"
[placed cells by master, fill, tap and decap left out, drive strengths merged]
cell	n
clkdlybuf4s50	12
inv	10
fa	4
dlygate4sd2	2
[cell families after synthesis]
| family | synth area share, % |
|---|---|
| buffers and inverters | 45.8 |
| adder cells (fa/ha/maj) | 54.2 |
[worst max path at each step]
stage | cells past startpoint | endpoint | slack (ns)
CTS | 10 | cout | 0.03
global route | 10 | cout | 0.004
finish | 10 | cout | 0.11
[power groups by stage]
stage,Combinational [mW],Clock [mW],Sequential [mW]
4_1_cts,0.0393,0,0
5_1_grt,0.0440,0,0
6_report,0.0383,0,0
[worst max-delay path, stage by stage]
cell	delay (ns)
sky130_fd_sc_hd__clkdlybuf4s50_1	0.45
sky130_fd_sc_hd__inv_1	0.05
sky130_fd_sc_hd__fa_2	0.35
sky130_fd_sc_hd__inv_2	0.06
sky130_fd_sc_hd__fa_2	0.21
sky130_fd_sc_hd__fa_2	0.19
sky130_fd_sc_hd__inv_2	0.04
sky130_fd_sc_hd__fa_2	0.31
sky130_fd_sc_hd__inv_1	0.05
sky130_fd_sc_hd__clkdlybuf4s50_1	0.45
[layout make-up]
| cell class | instances | share of cell area (%) |
|---|---|---|
| Multi-Input combinational cell | 4 | 27.9 |
| Timing Repair Buffer | 14 | 42.6 |
| Tap cell | 46 | 17.8 |
| Inverter | 10 | 11.6 |
[what timing repair did]
action / 4_1_cts / 5_1_grt
resized: 9 / 1
gates cloned: 0 / 0
pin swaps: 3 / 2
setup endpoints to repair: 2 / 2
[metal layers]
layer	share of wire, %	up-vias	routed length (um)	global-route usage [%]
met4	0	0	0	0
met2	22	14	92	1.36
met1	58	50	242	2.01
li1	-	60	-	-
met5	0	-	0	0
met3	20	0	85	0.795
Power and IR drop assume default switching activity.
